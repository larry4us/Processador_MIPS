### flow/config.mk
export PLATFORM = sky130hd
export DESIGN_NAME = ALU32Bit
export DESIGN_NICKNAME = ALU32Bit
export VERILOG_FILES = /design/flow/design.v
export SDC_FILE = /design/flow/constraint.sdc
export NUM_CORES = 4
export LEC_CHECK = 1
export CORE_UTILIZATION = 30
### flow/constraint.sdc
current_design ALU32Bit

set clk_period 20.2
set clk_io_pct 0.2

create_clock -name clk0 -period $clk_period

set non_clock_inputs [all_inputs -no_clocks]
set_input_delay [expr $clk_period * $clk_io_pct] -clock clk0 $non_clock_inputs
set_output_delay [expr $clk_period * $clk_io_pct] -clock clk0 [all_outputs]
### flow/design.v
`timescale 1ns / 1ps
module ALU32Bit #(parameter BITS_SIZE = 32)(ALUControl, A, B, ALUResult, Zero);
	input   [3:0]   ALUControl;  
	input   [BITS_SIZE - 1:0]  A, B;	     
	reg [BITS_SIZE - 1:0] y;
	reg sign;
	output  reg [BITS_SIZE - 1:0]  ALUResult;	 
	output  reg     Zero;	     
    always @(ALUControl,A,B)
    begin
		case (ALUControl)
			0:  
				ALUResult <= A & B;
			1:  
				ALUResult <= A | B;
			2:  
				ALUResult <= A + B;
			6:  
				ALUResult <= A + (~B + 1);
			7: begin  
				ALUResult <= A < B ? 1:0;
			end
			12:  
				if (A | B == 1) begin
					ALUResult <= 0;
				end else begin
					ALUResult <= 1;
				end
			default: ALUResult <= 0;
		endcase
	end
	always @(ALUResult) begin
		if (ALUResult == 0) begin
			Zero <= 1;
		end else begin
			Zero <= 0;
		end
	end
endmodule
### flow/run.sh
#!/bin/bash
# OpenROAD 26Q1-2900-gdf79404cd8, Yosys 0.63+post, stock flow scripts
make -C /OpenROAD-flow-scripts/flow DESIGN_CONFIG=/design/flow/config.mk WORK_HOME=/design/flow/orfs finish
==> summary.txt <==
impl run done, here's what came out: clock network power share=0, CP Launch Point=A[12], share of total power in combinational logic=1.000, Mapped Area=5580 µm², Pre-Place Util=0.308, Post-route DRC=0, share of cells above drive strength 1=0.0307, die area=19100 µm², FMAX=76.1 MHz, cycle use final=0.651, RSZ-0062 raised after global routing=no, Routed WL per cell=21.0 µm, top cell type's share of synthesized area=0.231, Placed Cells incl. Taps=1142, Startpoint Class=input port, Cell Rows=49, chip height=138 µm, Pwr Total=0.183 mW, Final Hold Vio Count=0, postcts setup bufs=0, worst setup path endpoint=Zero, CP Capture Type=output port, GPL Wtd Cong=1.04, dpl hpwl=19.7 mm, hold_buf cts=0, Synth top cells by count=111 x inv_1, 103 x ha_1, 74 x a21oi_1, die width=138 µm, Top cells by area=ha_1 23%, inv_1 7.5%, a21oi_1 6.6%, antenna cell count=0, Mapped Cells=852, Synth area leader=ha_1, gr usage total=0.252, Pre-Repair DR Iteration Count=23, critical path class=input port to output port, relative slew slack=0.428, total number of vias=6703, top-count cell post-synth=inv_1, setup_tns=0 ns, total of warnings raised by yosys=1, status=finished, final reports clean, setup violators final=0, Syn-to-layout area delta=20.5%, port bufs=101, minimum clock period=13.15 ns, Core ar.=18100 µm², CP max FO=11, register share of total power=0, WHS=9.28 ns, Yosys chip area=5580 µm², CTS-repair resized insts=0, Finished Layout Cells=1142, Syn Area/Cell=6.55 µm², Net Sw Frac=0.596, initial antenna violation count=0, OpenROAD warnings=103, Worst Path Arrival=9.11 ns, DR vias/cell=5.87, Max Cap Viol=0, Worst EP required=16.16 ns, Reg area=0 µm², Worst Max-Slew Pin Slew=0.857 ns, Antenna Nets Post-Route=0, PwrDens=27.2 nW/µm², DR iter-0 viols=686, I/O pin count=101, largest net degree at the start of global routing=50, Int Pwr=0.0738 mW, first-pass GRT wire length=37.2 mm, Routed WL=24.0 mm, P_leak=2.97 nW, Yosys Instances=852, fin. max-slew vios=0, Layout clock buffers=0, Hold WC Path Type=input port to output port, total gr overflow=0, Synth Seq Share=0, number of global-route vias before repair=6364, VDD IR-drop max=0.0000169 V, Switch Pwr=0.109 mW, number of flip-flops and latches=0, post-synthesis cell type count=79
## power groups by stage
stage / Clock, mW / Sequential (mW) / Combinational, mW
global route: 0 / 0 / 0.199
finish: 0 / 0 / 0.183
CTS: 0 / 0 / 0.179
## stage by stage
step	utilization	setup WS [ns]	cell area, µm²
detailed placement	0.372	7.17	6720
global placement	0.372	7.15	6720
CTS	0.372	7.15	6720
global route	0.372	6.90	6720
floorplan	-	8.93	5580
finish	0.372	7.05	6720
## cells in the final DEF, fill, tap and decap left out, types with 4 or more instances in the layout
cell,count
o211ai_1,15
nor3_1,27
a21oi_1,74
or3_1,9
o21ai_0,50
nand4_1,13
o31ai_1,16
o21ai_1,4
nand2_1,73
nand2b_1,6
a41o_1,4
or4_1,4
o22ai_1,12
o21bai_1,10
buf_4,8
inv_1,111
o21a_1,11
a31oi_1,14
mux2i_1,22
nand3_1,9
and3_1,7
nor2_1,55
xnor2_1,16
a211oi_1,14
nor4_1,25
a21o_1,8
nor2b_1,13
clkdlybuf4s50_1,100
ha_1,103
## per-layer routing
metal | wire length (µm) | share of wire | vias to the layer above | global-route usage
met1 | 10600 | 0.44 | 3084 | 0.357
met5 | 0 | 0 | - | 0
met3 | 2440 | 0.10 | 56 | 0.0558
li1 | - | - | 3193 | -
met4 | 1070 | 0.045 | 0 | 0.103
met2 | 9880 | 0.41 | 370 | 0.369
## worst min path at each step
stage / from / endpoint / slack [ns] / cells after the start
CTS: ALUControl[0] / ALUResult[22] / 9.28 / 5
global route: ALUControl[0] / ALUResult[1] / 9.35 / 5
finish: ALUControl[0] / ALUResult[24] / 9.28 / 5
## area by class of cell
type                            count  area, µm²
Tap cell                          229        287
Multi-Input combinational cell    691       4940
Timing Repair Buffer              109       1070
Fill cell                        1867      11400
Inverter                          113        424
## critical path, stage by stage
cell and delay (ns):
clkdlybuf4s50_1 0.66, inv_1 0.09, ha_1 0.56, and4_1 0.32, and3_1 0.25, o2111ai_1 0.35, a31oi_1 0.62, a21oi_1 0.14
a31o_2 0.23, a21oi_1 0.19, nand3b_1 0.09, or4_1 0.46, a2111o_1 0.38, nor4_2 0.21, clkdlybuf4s50_1 0.50
## cells by family (layout without fill, tap and decap cells)
family          after synthesis  after routing  share of synthesized area
xor+xnor                     19             19                     0.0298
mux                          23             23                     0.0415
buf+inv                     161            222                      0.114
simple gates                264            264                      0.244
fa+ha+maj                   105            105                      0.238
compound gates              280            280                      0.332
No activity file was given, so power comes from the tool's default toggle rates.
